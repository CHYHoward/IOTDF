==> flow/design.v <==
`timescale 1ns/10ps
module IOTDF( clk, rst, in_en, iot_in, fn_sel, busy, valid, iot_out);
    input          clk;
    input          rst;
    input          in_en;
    input  [7:0]   iot_in;
    input  [2:0]   fn_sel;
    output         busy;
    output         valid;
    output [127:0] iot_out;
    parameter GRAY2BIN = 3'b001; 
    parameter FIR = 3'b010; 
    parameter S_INPUT          = 2'd0;
    parameter S_CALCULATION    = 2'd1;
    parameter S_OUTPUT         = 2'd2;
    parameter S_IDLE           = 2'd3;
    reg  [         1: 0] state, state_nxt;
    reg o_valid, o_valid_nxt;
    reg [127:0] o_data, o_data_nxt;
    reg [3:0] counter, counter_nxt;
    reg o_busy,o_busy_nxt;
    reg [11:0] temp;
    assign valid = o_valid;
    assign iot_out = o_data;
    assign busy = o_busy;
    reg[127:0] whole_data,whole_data_nxt;
    always @(*) begin
        state_nxt = 0;
        case(state)
            S_IDLE: begin
                if(rst || counter != 0 ) state_nxt = S_IDLE;
                if(counter == 15)    state_nxt = S_INPUT;
            end
            S_INPUT:begin
                    if(counter < 15)    state_nxt = S_INPUT;
                    else                state_nxt = S_CALCULATION;
            end
            S_CALCULATION:state_nxt = S_OUTPUT;
            S_OUTPUT:begin
                state_nxt = S_INPUT;
            end
            default : state_nxt = S_IDLE;
        endcase
    end
    always @(*) begin
        if(counter<15 &&( state == S_INPUT || state == S_IDLE) ) counter_nxt = counter + 1;
        else counter_nxt = 0;
    end
    integer i;
    always @(*) begin
        o_data_nxt[127:0] = 0;
        whole_data_nxt = 128'b0;
        case(state)
            S_IDLE : begin
                if(counter >= 14) o_busy_nxt = 0;
                else              o_busy_nxt = 1;
            end
            S_INPUT:begin
                if(counter >= 14)   o_busy_nxt = 1;
                else                o_busy_nxt = 0;
                if(counter!=0) whole_data_nxt[127:8] = whole_data[119:0];
                whole_data_nxt[7:0] = iot_in[7:0];
            end
            S_CALCULATION:begin
                o_busy_nxt = 0;
                if (fn_sel == GRAY2BIN)begin
                    o_data_nxt[127] = whole_data[127];
                    for(i=0;i < 127;i=i+1) begin
                        o_data_nxt[i] = ^(whole_data >> i);
                    end                 
                end
                if(fn_sel == FIR)begin
                    temp[11:0] = 5*whole_data[7:0] + 9*whole_data[15:8] + 2*whole_data[23:16];
                    o_data_nxt[7:0] = temp[11:4] + temp[3];
                    temp[11:0] = 5*whole_data[15:8] + 9*whole_data[23:16] + 2*whole_data[31:24];
                    o_data_nxt[15:8] = temp[11:4] + temp[3];
                    temp[11:0] = 5*whole_data[23:16] + 9*whole_data[31:24] + 2*whole_data[39:32];
                    o_data_nxt[23:16] = temp[11:4] + temp[3];
                    temp[11:0] = 5*whole_data[31:24] + 9*whole_data[39:32] + 2*whole_data[47:40];
                    o_data_nxt[31:24] = temp[11:4] + temp[3];
                    temp[11:0] = 5*whole_data[39:32] + 9*whole_data[47:40] + 2*whole_data[55:48];
                    o_data_nxt[39:32] = temp[11:4] + temp[3];
                    temp[11:0] = 5*whole_data[47:40] + 9*whole_data[55:48] + 2*whole_data[63:56];
                    o_data_nxt[47:40] = temp[11:4] + temp[3];
                    temp[11:0] = 5*whole_data[55:48] + 9*whole_data[63:56] + 2*whole_data[71:64];
                    o_data_nxt[55:48] = temp[11:4] + temp[3];
                    temp[11:0] = 5*whole_data[63:56] + 9*whole_data[71:64] + 2*whole_data[79:72];
                    o_data_nxt[63:56] = temp[11:4] + temp[3];
                    temp[11:0] = 5*whole_data[71:64] + 9*whole_data[79:72] + 2*whole_data[87:80];
                    o_data_nxt[71:64] = temp[11:4] + temp[3];
                    temp[11:0] = 5*whole_data[79:72] + 9*whole_data[87:80] + 2*whole_data[95:88];
                    o_data_nxt[79:72] = temp[11:4] + temp[3];
                    temp[11:0] = 5*whole_data[87:80] + 9*whole_data[95:88] + 2*whole_data[103:96];
                    o_data_nxt[87:80] = temp[11:4] + temp[3];
                    temp[11:0] = 5*whole_data[95:88] + 9*whole_data[103:96] + 2*whole_data[111:104];
                    o_data_nxt[95:88] = temp[11:4] + temp[3];
                    temp[11:0] = 5*whole_data[103:96] + 9*whole_data[111:104] + 2*whole_data[119:112];
                    o_data_nxt[103:96] = temp[11:4] + temp[3];
                    temp[11:0] = 5*whole_data[111:104] + 9*whole_data[119:112] + 2*whole_data[127:120];
                    o_data_nxt[111:104] = temp[11:4] + temp[3];
                    temp[11:0] = 5*whole_data[119:112] + 9*whole_data[127:120];
                    o_data_nxt[119:112] = temp[11:4] + temp[3];
                    temp[11:0] = 5*whole_data[127:120];
                    o_data_nxt[127:120] = temp[11:4] + temp[3];
                end   
            end
            S_OUTPUT:begin
                o_busy_nxt = 0;
            end
        endcase
    end  
    always @(*) begin
        case(state)
            S_INPUT : o_valid_nxt = 0;
            S_CALCULATION : o_valid_nxt = 1;
            S_OUTPUT: o_valid_nxt = 0;
            default : o_valid_nxt = 0;
        endcase
    end
    always @(posedge clk) begin
        if (rst) begin
            state       <= S_IDLE;
            whole_data  <= 0;
            o_valid     <= 0;
            counter     <= 14;
            o_data      <= 0;
            o_busy      <= 1;
        end
        else begin
            state       <= state_nxt;
            whole_data  <= whole_data_nxt;
            o_valid     <= o_valid_nxt;
            counter     <= counter_nxt;
            o_data      <= o_data_nxt;
            o_busy      <= o_busy_nxt;
        end
    end
endmodule
==> flow/run.sh <==
#!/bin/bash
# OpenROAD 26Q1-2900-gdf79404cd8, Yosys 0.63+post, stock flow scripts
make -C /OpenROAD-flow-scripts/flow DESIGN_CONFIG=/design/flow/config.mk WORK_HOME=/design/flow/orfs finish
==> flow/config.mk <==
export PLATFORM = sky130hd
export DESIGN_NAME = IOTDF
export DESIGN_NICKNAME = IOTDF
export VERILOG_FILES = /design/flow/design.v
export SDC_FILE = /design/flow/constraint.sdc
export NUM_CORES = 4
export LEC_CHECK = 1
export CORE_UTILIZATION = 30
==> flow/constraint.sdc <==
current_design IOTDF

set clk_period 9.6
set clk_io_pct 0.2

create_clock -name clk0 -period $clk_period [get_ports {clk}]

set non_clock_inputs [all_inputs -no_clocks]
set_input_delay [expr $clk_period * $clk_io_pct] -clock clk0 $non_clock_inputs
set_output_delay [expr $clk_period * $clk_io_pct] -clock clk0 [all_outputs]
==> results.ini <==
[final_timing]
slew_violations=0
period_used_pct=52.79
fmax_mhz=197.3
setup_tns_ns=0
min_period_ns=5.068
rsz_0062_raised_after_global_routing=no
slew_headroom_pct=46.65
setup_failing_eps_final=0
fin_worst_skew_ns=0.03327
hold_violations=0
worst-slew-pin-transition_ns=0.7945

[finish]
final_cells=4539
final_layout_size_suffix_gt1_share_pct=3.280
fin_util_pct=34.72
area.growth.synth_to_final_pct=14.76
fin_area_mm2=0.03352

[cts]
cts-htree-levels=2
path_clk_slew_ns=0.06
cell_at_the_root_of_the_clock_tree=sky130_fd_sc_hd__clkbuf_16
postCtsSetupBuffers=0
cts_hold_buf=0
clockBufferDepth=3
clkSinkCount=266
cts_tree=built
clk-insertion-delay-late_ns=0.60
clock_buffers_created_by_tritoncts=36
cts_resized=0

[logic_synthesis]
post_synthesis_sequential_area_ratio_pct=18.23
ys_cells=3082
netlist_top_cells_area=sky130_fd_sc_hd__ha_1 20%, sky130_fd_sc_hd__fa_1 20%, sky130_fd_sc_hd__dfxtp_1 18%, sky130_fd_sc_hd__xnor2_1 9.7%, sky130_fd_sc_hd__inv_1 9.2%
yosys_most_used_dff=sky130_fd_sc_hd__dfxtp_1
synth-area-yosys_mm2=0.02921
postSynth.asyncResetShare_pct=0
mux_area_share_pct=0
postSynthRegisterBits=266
post-synth-top-area-fraction_pct=20.00
synth-compound-area-share_pct=7.671
synth.cell_area_mm2=0.02921
number_of_enable_flip_flop_cells=0
adders_majority_by_area_pct=39.94
post-synth-top-area-cell=sky130_fd_sc_hd__ha_1
post_synth_xor_area_fraction_pct=16.28
post_syn_instances=3082
synth.logic.top_family=adder cells
post_synth_and_or_nand_nor_area_fraction_pct=8.048
synth_area_per_cell_um2=9.479
synth_warnings=1
netlist-cell-type-count=52

[grt]
pin_count_of_the_biggest_net_entering_global_routing=69
grt_pass1_wl_um=116500
grt_antenna_before_repair=1
grt_pass1_vias=20590
grtUsageTotal_pct=15.88
globalRoute.totalOverflow=0

[detailed_routing]
drt_iter0_markers=691
drc=0
antenna_left=0
vias_per_cell=4.360
drt_first_pass_iters=5
wire_per_inst_um=16.03
postRouteWirelength_um=72770
route.vias.total=19790

[worst_setup_path]
required_time_of_the_critical_path_ns=10.04
crit_fanout=7
critPathArrivalTime_ns=5.51
reg2reg_slack_ns=4.53
worst_path_dominant_cell_family=adder cells
critical-path-top-cell-by-count=sky130_fd_sc_hd__fa_1
setup.worst_path.end_class=flip-flop
crit_path_max_incr_delay_ns=0.63
setup.worst_path.start_class=flip-flop
cell_type_of_the_slowest_stage_on_the_worst_timing_path=sky130_fd_sc_hd__dfxtp_1
path_class=reg2reg
timing.critical_path.cells=ha_1 -> inv_1 -> fa_1 -> fa_1 -> fa_1 -> inv_1 -> ha_1 -> nor2b_1 -> o21ai_0 -> a21boi_0 -> o21a_1 -> o21ai_0 -> nand2b_1 -> a21o_1 -> xnor2_1 -> nor3_1 -> xnor3_1 -> nand2_1 -> a21oi_1
cp.buffers_inverters=2

[power]
p_seq_share_pct=41.3
sw_frac_of_total_pct=24.79
comb_power_share_pct=5.1
power.static_leakage_uw=0.01606
power.clock.fraction_pct=53.6
intPower_uw=2047
powerDensity_mw_per_mm2=81.19
power.ir.vdd_worst_mv=0.09007
total_switching_power_uw=674.8

[place]
buffer_ports.inserted=142
globalplace.congestion=0.8994
dpl.hpwl_um=57890
placedInstanceArea_mm2=0.03225
placedCellCount=4473

[floorplanning]
die_width_um=314.1
core-area_mm2=0.09657
dieHeight_um=314.1
initial_core_util_pct=30.25
design.die.area_mm2=0.09863
ioPinCount=144
num_rows=114

[job]
tool_warnings=28
cap_viol_max_count=0

[hold_path]
hold_path.class=reg2reg

[status]
outcome=complete, no violations

[power by group through the flow]
stage                 combinational [µW]  clock (µW)  sequential, µW
final                                138        1460            1130
after global routing                 154        1540            1130
after CTS                            141        1510            1120
[flip-flops by register name (all words and copies together), names as in the netlist]
signal	flops
state	4
o_data	128
whole_data	128
counter	4
o_busy	1
o_valid	1
[through the flow]
step | power [µW] | hold slack (ns) | worst slack [ns]
6_report | 2722 | 0.4799 | 4.532
4_1_cts | 2777 | 0.4850 | 4.524
2_1_floorplan | 1237 | 0.4300 | 5.186
5_1_grt | 2825 | 0.5062 | 4.201
3_3_place_gp | 1289 | 0.4501 | 4.548
3_5_place_dp | 1289 | 0.4594 | 4.553
[path summary, 6_finish.rpt]
| kind | start | endpoint | cells after the start |
|---|---|---|---|
| min | counter[0]$_SDFF_PP0_ | counter[0]$_SDFF_PP0_ | 1 |
| min reg2reg | counter[0]$_SDFF_PP0_ | counter[0]$_SDFF_PP0_ | 1 |
| max reg2reg | whole_data[41]$_SDFF_PP0_ | o_data[47]$_SDFF_PP0_ | 19 |
| max | whole_data[41]$_SDFF_PP0_ | o_data[47]$_SDFF_PP0_ | 19 |
[cells by family after synthesis]
group / after synthesis
buffers and inverters: 765
adders and majority gates: 758
xor gates and xnor gates: 494
and+or+nand+nor: 446
AOI/OAI and AO/OA: 353
DFF: 266
[worst reg2reg max path, delay by kind of cell (launching register included)]
family | cells | cell delay [ns]
AND/OR/NAND/NOR | 4 | 0.59
flip-flops | 1 | 0.63
AND-OR/OR-AND | 6 | 0.97
adder cells (fa/ha/maj) | 5 | 2.07
XOR/XNOR | 2 | 0.57
buffers and inverters | 2 | 0.09
[cell type report]
| cell class | instances | area, µm² |
|---|---|---|
| Antenna cell | 1 | 2.502 |
| Clock buffer | 45 | 1007 |
| Clock inverter | 20 | 261.5 |
| Fill cell | 9603 | 63040 |
| Inverter | 715 | 2684 |
| Multi-Input combinational cell | 2051 | 21050 |
| Sequential cell | 266 | 5325 |
| Tap cell | 1276 | 1597 |
| Timing Repair Buffer | 165 | 1594 |
[Yosys cell counts (2+ instances only)]
master and n:
sky130_fd_sc_hd__o211ai_1 2, sky130_fd_sc_hd__o21ai_1 2, sky130_fd_sc_hd__xnor2_2 5, sky130_fd_sc_hd__nand2b_1 23, sky130_fd_sc_hd__clkbuf_1 47, sky130_fd_sc_hd__buf_1 3
sky130_fd_sc_hd__nor3b_1 5, sky130_fd_sc_hd__nand4_1 14, sky130_fd_sc_hd__xnor3_1 17, sky130_fd_sc_hd__and3_1 6, sky130_fd_sc_hd__inv_1 715, sky130_fd_sc_hd__o22ai_1 36
sky130_fd_sc_hd__nand2_1 49, sky130_fd_sc_hd__a21o_1 17, sky130_fd_sc_hd__xor3_1 4, sky130_fd_sc_hd__o21ai_0 48, sky130_fd_sc_hd__a22oi_1 63, sky130_fd_sc_hd__and4b_1 4
sky130_fd_sc_hd__fa_1 291, sky130_fd_sc_hd__nand3_1 31, sky130_fd_sc_hd__nor4_1 4, sky130_fd_sc_hd__nand4b_1 10, sky130_fd_sc_hd__o21bai_1 59, sky130_fd_sc_hd__xnor2_1 324
sky130_fd_sc_hd__or3b_2 2, sky130_fd_sc_hd__nor2_1 126, sky130_fd_sc_hd__xor2_2 3, sky130_fd_sc_hd__a21boi_0 10, sky130_fd_sc_hd__a21oi_1 102, sky130_fd_sc_hd__a211o_1 2
sky130_fd_sc_hd__xnor2_4 4, sky130_fd_sc_hd__ha_1 467, sky130_fd_sc_hd__a22o_1 2, sky130_fd_sc_hd__dfxtp_1 266, sky130_fd_sc_hd__and2_1 141, sky130_fd_sc_hd__nor3_1 12
sky130_fd_sc_hd__xor2_1 137, sky130_fd_sc_hd__nor2b_1 15
[per-layer routing]
metal  part of all wire [%]  vias to the layer above  GRT usage [%]
met5                      0                        -              0
met4                    2.2                        0          2.772
met3                    7.8                       75          5.336
met2                     45                      354          25.13
met1                     45                     9391          21.69
li1                       -                     9972              -
[cells in the final DEF, fill, tap and decap left out, types with 3 or more instances in the layout]
cell                              Yosys  layout
sky130_fd_sc_hd__inv_1              715     715
sky130_fd_sc_hd__ha_1               467     467
sky130_fd_sc_hd__xnor2_1            324     324
sky130_fd_sc_hd__fa_1               291     291
sky130_fd_sc_hd__dfxtp_1            266     266
sky130_fd_sc_hd__clkdlybuf4s50_1      0     142
sky130_fd_sc_hd__and2_1             141     141
sky130_fd_sc_hd__xor2_1             137     137
sky130_fd_sc_hd__nor2_1             126     126
sky130_fd_sc_hd__a21oi_1            102     102
sky130_fd_sc_hd__a22oi_1             63      63
sky130_fd_sc_hd__o21bai_1            59      59
sky130_fd_sc_hd__o21ai_0             48      48
sky130_fd_sc_hd__nand2_1             49      46
sky130_fd_sc_hd__clkbuf_16            0      38
sky130_fd_sc_hd__o22ai_1             36      36
sky130_fd_sc_hd__nand3_1             31      31
sky130_fd_sc_hd__nand2b_1            23      23
sky130_fd_sc_hd__buf_4                0      23
sky130_fd_sc_hd__a21o_1              17      17
sky130_fd_sc_hd__xnor3_1             17      17
sky130_fd_sc_hd__nor2b_1             15      14
sky130_fd_sc_hd__nand4_1             14      14
sky130_fd_sc_hd__nor3_1              12      12
sky130_fd_sc_hd__nand4b_1            10      10
sky130_fd_sc_hd__a21boi_0            10      10
sky130_fd_sc_hd__and3_1               6       6
sky130_fd_sc_hd__clkinv_2             0       6
sky130_fd_sc_hd__xnor2_2              5       5
sky130_fd_sc_hd__bufinv_16            0       5
sky130_fd_sc_hd__and4b_1              4       4
sky130_fd_sc_hd__xor3_1               4       4
sky130_fd_sc_hd__xnor2_4              4       4
sky130_fd_sc_hd__clkbuf_1            47       4
sky130_fd_sc_hd__clkinv_4             0       4
sky130_fd_sc_hd__clkinvlp_4           0       4
sky130_fd_sc_hd__nor3b_1              5       3
sky130_fd_sc_hd__xor2_2               3       3
sky130_fd_sc_hd__nor4_1               4       3
sky130_fd_sc_hd__clkbuf_8             0       3
Power is estimated from default activity; no workload was simulated.
